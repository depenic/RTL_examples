`config.mk`:
```
export PLATFORM = sky130hd
export DESIGN_NAME = sync_sp_ram
export DESIGN_NICKNAME = sync_sp_ram
export VERILOG_FILES = /design/flow/design.v
export SDC_FILE = /design/flow/constraint.sdc
export NUM_CORES = 4
export LEC_CHECK = 1
export CORE_UTILIZATION = 50
```
`constraint.sdc`:
```
current_design sync_sp_ram

set clk_period 17.3
set clk_io_pct 0.2

create_clock -name clk0 -period $clk_period [get_ports {clk}]

set non_clock_inputs [all_inputs -no_clocks]
set_input_delay [expr $clk_period * $clk_io_pct] -clock clk0 $non_clock_inputs
set_output_delay [expr $clk_period * $clk_io_pct] -clock clk0 [all_outputs]
```
`design.v`:
```
module sync_sp_ram
#(
  parameter ADDR_WIDTH = 8,   
  parameter DATA_WIDTH = 8    
)
(
  input clk,     
  input cen,     
  input wen,     
  input [ADDR_WIDTH-1:0] a,       
  input [DATA_WIDTH-1:0]d,       
  output reg [DATA_WIDTH-1:0] q  
);
reg [DATA_WIDTH-1:0] ram [2**ADDR_WIDTH-1:0];
always @ (posedge clk)
begin: RAM
  if (cen == 1'b0) begin
    if  (wen == 1'b0)
      ram[a] <= d;
    q <= ram[a];
  end
end
endmodule
```
`run.sh`:
```
#!/bin/bash
# OpenROAD 26Q1-2900-gdf79404cd8, Yosys 0.63+post, stock flow scripts
make -C /OpenROAD-flow-scripts/flow DESIGN_CONFIG=/design/flow/config.mk WORK_HOME=/design/flow/orfs finish
```
==> results.tsv <==
metric	value	unit
die width	398.0	um
power density over the cells	116.1	nW/um^2
Final setup viols	0	
ys flops	2056	
adder share	0	
Initial DRT Pass Iterations	5	
hold slack	1052	ps
clock root buffer	clkbuf_16	
synth warn	1	
layout cell share with drive strength beyond 1	0.2510	
Seq share, synth	0.7876	
WL/cell	31.65	um
vias per inst	6.209	
Pins Over Slew Limit	0	
fin crit share	0.4622	
xor/xnor share	0	
Fin. Hold Viols	0	
Num CTS Buffers	201	
Post-CTS Hold Buffers	0	
chip area	158400	um^2
critical path arrival	8540	ps
Floorplan Utilization	0.5065	
register area	61740	um^2
Worst VDD drop	0.1011	mV
max_cap viols	0	
io pins	27	
total grt overflow	0	
Yosys Instances	3525	
tool warnings	26	
logic area	15770	um^2
status	finished, final reports clean	
GP Congestion	0.8933	
Post-Synth Simple-Gate Area	0.01602	
Final min period	7997	ps
fin cells	5879	
worst-margin pin slew	1184	ps
Main logic family	multiplexers	
Routed Antenna Nets	0	
post-CTS setup buffers	0	
largest net degree at the start of global routing	92	
Worst setup EP type	flip-flop	
Pwr Total	10.20	mW
Setup CP Type	in2reg	
HPWL Detailed	112400	um
Startpoint Class	input pin	
antenna violations before repair	5	
Post-CTS Resized	0	
clk slew on worst S/H paths	60	ps
# port buffers	26	
Clock Sinks	2056	
clock latency on the worst-skew pair	830	ps
Avg Inst Size Synth	22.24	um^2
vias in the first global route	41850	
final wirelength	186100	um
via count	36500	
Max Fclk	125.1	MHz
Global Route Usage Sum	0.2739	
Hold Crit Class	reg2reg	
yosys stat area	78390	um^2
synthesized cell area	78390	um^2
fin util	0.5677	
clk_skew	33.74	ps
Max Buffers Root-to-Sink	3	
Starting DRT DRC Count	2243	
crit path max fanout	70	
Setup TNS Final	0	ps
Core Region	154800	um^2
AO/OA Area Share	0.03626	
Rows	144	
H-tree depth	4	
Leak	26.62	nW
Worst EP required	17840	ps
cell count after synthesis	3525	
filler cell count	10760	
Area growth syn-to-layout	12.08	%
chip height	398.0	um
number of remaining DRC errors	0	
global-route wire length before repair	273400	um
CTS tree	yes	
Max-Slew Margin vs Limit	0.2001	
RSZ-0062 raised after global routing	false	
Netlist cell types	22	
placed cells	5501	
Multiplexer share	0.1471	
==> registers in the layout (all words and copies together), names as in the netlist <==
register and flops:
q 8, ram 2048
==> layer usage <==
metal / track usage / part of all wire / wire (um) / up-vias
li1: - / - / - / 15300
met1: 0.3489 / 0.31 / 58570 / 18450
met2: 0.3867 / 0.47 / 88190 / 2427
met3: 0.2228 / 0.18 / 33630 / 311
met4: 0.06154 / 0.029 / 5418 / 24
met5: 0.008172 / 0.0016 / 290 / -
==> logic make-up after synthesis <==
kind of cell    count (synthesis)
flops                        2056
simple gates                  315
mux                           512
buf+inv                       226
compound gates                416
==> path summary, 6_finish.rpt <==
kind                         start              to  slack, ps  depth (start not counted)
min          ram[151][0]$_DFFE_PP_  q[0]$_DFFE_PN_       1050                          5
max reg2reg   ram[47][3]$_DFFE_PP_  q[3]$_DFFE_PN_      14340                          5
max                           a[0]  q[4]$_DFFE_PN_       9300                         10
min reg2reg  ram[151][0]$_DFFE_PP_  q[0]$_DFFE_PN_       1050                          5
==> per-stage QoR <==
| step | instance area, um^2 | setup WS, ps |
|---|---|---|
| after floorplan | 78390 | 11550 |
| after global placement | 81350 | 8320 |
| after detailed placement | 81380 | 8278 |
| after CTS | 87850 | 9204 |
| after global routing | 87850 | 8818 |
| final | 87860 | 9303 |
==> critical path: stages <==
cell,delay (ps)
buf_8,460
buf_4,640
buf_4,690
buf_12,470
buf_4,670
mux4_2,590
a22oi_1,340
a21oi_1,130
o41ai_1,740
nand4_1,160
==> cells in the final DEF, fill, tap and decap left out, drive strengths merged, types with 5 or more instances in the layout <==
cell,instances
nor2b,6
mux4,512
a21oi,128
nor2,259
a22oi,256
bufinv,20
inv,10
clkinv,104
nand4,8
clkbuf,246
clkinvlp,5
o41ai,32
clkdlybuf4s50,16
nand2,29
buf,133
edfxtp,2056
==> cell usage after synthesis <==
| library cell | count | area share |
|---|---|---|
| nor2b_1 | 6 | 0.00048 |
| o41ai_1 | 32 | 0.0036 |
| buf_6 | 9 | 0.0013 |
| or2_2 | 1 | 0.000080 |
| nor2_1 | 259 | 0.012 |
| mux4_2 | 512 | 0.15 |
| nand3_1 | 4 | 0.00026 |
| nor4_1 | 1 | 0.000080 |
| inv_1 | 1 | 0.000048 |
| nand2b_1 | 2 | 0.00016 |
| and4bb_2 | 1 | 0.00016 |
| nor4b_1 | 2 | 0.00022 |
| a22oi_1 | 256 | 0.025 |
| edfxtp_1 | 2056 | 0.79 |
| buf_2 | 49 | 0.0031 |
| clkbuf_1 | 132 | 0.0063 |
| nand4_1 | 8 | 0.00064 |
| buf_1 | 23 | 0.0011 |
| buf_4 | 12 | 0.0011 |
| a21oi_1 | 128 | 0.0082 |
| and2_1 | 2 | 0.00016 |
| nand2_1 | 29 | 0.0014 |
==> where the power goes <==
group          total [mW]  switching [mW]  internal, mW  leakage (nW)
combinational       0.436           0.284         0.152          4.97
sequential           5.50         0.00677          5.49          18.5
clock                4.26            1.81          2.45          3.17
total                10.2            2.11          8.09          26.6
==> final cells by class <==
cell class	instances	area share
Clock inverter	138	0.01441
Timing Repair Buffer	157	0.01484
Antenna cell	2	0.00005696
Clock buffer	238	0.05931
Inverter	1	0.00004272
Sequential cell	2056	0.7027
Tap cell	2044	0.02911
Multi-Input combinational cell	1243	0.1795
Power is estimated from default activity; no workload was simulated.
