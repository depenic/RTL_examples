==> ./design.v <==
module sync_dp_ram
#(
  parameter ADDR_WIDTH = 8,  
  parameter DATA_WIDTH = 8   
)
(
  input clk,     
  input                       cen_0,  
  input                       wen_0,  
  input      [ADDR_WIDTH-1:0] a_0,    
  input      [DATA_WIDTH-1:0] d_0,    
  output reg [DATA_WIDTH-1:0] q_0,    
  input                       cen_1,  
  input                       wen_1,  
  input      [ADDR_WIDTH-1:0] a_1,    
  input      [DATA_WIDTH-1:0] d_1,    
  output reg [DATA_WIDTH-1:0] q_1    
);
  parameter RAM_DEPTH = 1 << ADDR_WIDTH;
  reg [DATA_WIDTH-1:0] ram [RAM_DEPTH-1:0];
  always @ (posedge clk)
  begin: WRITE_IN
    if (cen_0 == 0 && wen_0 == 0) begin
      ram[a_0] <= d_0;
    end else if (cen_1 == 0 && wen_1 == 0) begin
      ram[a_1] <= d_1;
    end
  end
  always @ (posedge clk)
  begin: READ_0
    if (cen_0 == 0 && wen_0 == 1)
      q_0 <= ram[a_0];
    else
      q_0 <= 'b0;
  end
  always @ (posedge clk)
  begin: READ_1
    if (cen_1 == 0 && wen_1 == 1)
      q_1 <= ram[a_1];
    else
      q_1 <= 'b0;
  end
endmodule
==> ./run.sh <==
#!/bin/bash
# OpenROAD 26Q1-2900-gdf79404cd8, Yosys 0.63+post, stock flow scripts
make -C /OpenROAD-flow-scripts/flow DESIGN_CONFIG=/design/flow/config.mk WORK_HOME=/design/flow/orfs finish
==> ./config.mk <==
export PLATFORM = sky130hd
export DESIGN_NAME = sync_dp_ram
export DESIGN_NICKNAME = sync_dp_ram
export VERILOG_FILES = /design/flow/design.v
export SDC_FILE = /design/flow/constraint.sdc
export NUM_CORES = 4
export LEC_CHECK = 1
export CORE_UTILIZATION = 50
==> ./constraint.sdc <==
current_design sync_dp_ram

set clk_period 14.1
set clk_io_pct 0.2

create_clock -name clk0 -period $clk_period [get_ports {clk}]

set non_clock_inputs [all_inputs -no_clocks]
set_input_delay [expr $clk_period * $clk_io_pct] -clock clk0 $non_clock_inputs
set_output_delay [expr $clk_period * $clk_io_pct] -clock clk0 [all_outputs]
==> flow_metrics.py <==
# Generated from Yosys and OpenROAD reports
metrics = {
    "synthesis": {
        "async_flop_share_pct": 0,
        "ys_warn_count": 1,
        "ys_types": 78,
        "yosys_area_um2": 98000,
        "postSynthAreaPerCell_um2": 18.5,
        "syn_inst": 5311,
        "edf_count": 2048,
        "yosys.stat.seqShare_pct": 63.1,
        "syn_area_um2": 98000,
        "synth_stat.cells": 5311,
        "ff_type": "edfxtp_1",
        "synth_flop_count": 2064,
    },
    "min_path": {
        "hold_depth": 5,
        "min_from": "ram[106][1]",
        "hold_class": "register to register",
        "min_to": "q_1[1]",
    },
    "critical_path": {
        "cp.depth": 10,
        "critPathMostFrequentCell": "buf_4",
        "slowest_delay_ns": 1.07,
        "r2r-start": "ram[126][2]",
        "r2r_slack_ns": 11.01,
        "reg2reg_to": "q_0[2]",
        "end_kind": "register",
        "critPathArrivalTime_ns": 8.04,
        "cp_num_buf_inv": 5,
        "cp.required_ns": 14.83,
        "crit_family": "buffers and inverters",
        "cpMaxStageDelayCell": "a211oi_1",
        "cp-start-kind": "input pin",
        "crit_chain": "buf_8, buf_4, buf_4, buf_4, buf_4, mux4_2, o22ai_1, nor2_1, a211oi_1, o31ai_1",
        "cp_max_fo": 44,
        "crit_type": "input pin to register",
        "r2r_cells": 6,
    },
    "route": {
        "first_iter_violations": 4731,
        "firstDrtPassIters": 6,
        "vias_per_cell": 6.99,
        "drtAntennaViolNets": 0,
        "drcViolationCount": 0,
        "wl_per_cell_um": 41.4,
        "via_count": 58800,
        "drt-total-wl_mm": 348,
    },
    "clocking": {
        "postCtsSetupBuffers": 0,
        "clockBufferDepth": 3,
        "h-tree-depth": 4,
        "cts_resized": 0,
        "cts-root-buf": "clkbuf_16",
        "clk_latency_ns": 0.92,
        "clock-sinks": 2064,
        "cts_tree": "yes",
        "clk_pin_slew_ns": 0.06,
        "ctsHoldBuffers": 0,
        "cts_made_buffers": 215,
    },
    "timing": {
        "finClkSkew_ns": 0.0671,
        "final.period_utilization_pct": 51.9,
        "worstMarginPinSlew_ns": 1.45,
        "finalSetupViolations": 0,
        "period_needed_ns": 7.32,
        "fin_tns_setup_ns": 0,
        "drv_slew": 0,
        "fmax_ghz": 0.137,
        "slew_headroom_pct": 2.88,
        "hold_viol_final": 0,
        "rsz0062_at_grt": "false",
    },
    "place": {
        "numPortBuffers": 52,
        "place_area_um2": 102000,
        "gp_congestion": 1.02,
        "place_hpwl_mm": 227,
    },
    "global_route": {
        "grt_pass1_vias": 63300,
        "grt_pass1_wl_mm": 482,
        "grt_max_degree": 127,
        "grt_overflow": 0,
        "track_usage_pct": 40.0,
        "antenna_found_initial": 23,
    },
    "finish": {
        "fillers": 14600,
        "fin_area_um2": 109000,
        "drive_above_1_share_pct": 28.0,
        "ff_latch_area_um2": 61800,
        "area_growth_pct": 11.5,
        "comb_area_um2": 33300,
    },
    "floorplan": {
        "core_um2": 195000,
        "fp_util_pct": 50.3,
        "chipArea_um2": 198000,
        "pin_count": 53,
        "rows": 162,
        "die_width_um": 445,
        "dieHeight_um": 445,
    },
    "job": {
        "cap_viol_max_count": 0,
        "warnings": 32,
    },
    "power": {
        "leakagePower_uw": 0.0346,
        "ir_drop_uv": 104,
        "power_per_cell_area_nw_per_um2": 126,
    },
    "outcome": {
        "status": "finished clean",
    },
}
==> cell families after synthesis <==
kind of cell	after synthesis	share of synthesized area, %
flip-flops	2064	63.1
AND/OR/NAND/NOR	723	3.47
multiplexers	1342	24.9
buffers and inverters	442	3.18
AND-OR/OR-AND	740	5.41
==> cell usage after synthesis, types with 5 or more instances <==
cell type | count | area, µm²
a211oi_1 | 37 | 278
buf_6 | 60 | 676
clkbuf_1 | 152 | 571
buf_4 | 39 | 293
a211o_1 | 5 | 43.8
and3_1 | 15 | 93.8
o21ai_0 | 68 | 340
edfxtp_1 | 2048 | 61500
nand3b_1 | 11 | 82.6
or3_1 | 22 | 138
and2_1 | 35 | 219
mux4_2 | 796 | 17900
buf_1 | 26 | 97.6
buf_12 | 6 | 120
dfxtp_1 | 16 | 320
a2111oi_0 | 13 | 114
nand4_1 | 20 | 125
nor3b_1 | 7 | 52.6
o22a_1 | 6 | 52.6
o22ai_1 | 130 | 813
a22oi_1 | 81 | 608
a221oi_1 | 13 | 114
a31oi_1 | 22 | 138
o32ai_1 | 7 | 61.3
nor3_1 | 64 | 320
mux2i_1 | 468 | 4680
o221ai_1 | 193 | 1690
o31ai_1 | 9 | 67.6
or2_2 | 21 | 131
buf_8 | 53 | 796
nor2b_1 | 10 | 62.6
mux4_1 | 58 | 1520
nor2_1 | 323 | 1210
nand3_1 | 52 | 260
a22o_1 | 17 | 149
a21oi_1 | 105 | 526
nand2_1 | 101 | 379
nand2b_1 | 7 | 43.8
nor4_1 | 11 | 68.8
buf_2 | 91 | 455
mux2_2 | 20 | 225
==> how the worst max path moves through the flow <==
stage	startpoint	to	slack, ns
CTS	a_0[0]	q_0[0]	6.75
global route	a_0[0]	q_0[0]	6.44
finish	a_0[0]	q_0[0]	6.78
==> metrics by stage <==
step                      total power, µW  hold slack, ns  util [%]  setup slack [ns]  cells
after CTS                           13700           0.971      56.1              6.75   8382
after detailed placement             8190           0.957      52.5              5.80   7976
after global placement               8180           0.951      52.5              5.81   7976
after floorplan                      7750           0.788         -              6.47   5311
after global routing                14000            1.04      56.1              6.44   8390
final                               13700           0.963      56.1              6.78   8402
==> registers in the layout, summed over array words and instances, names as in the netlist <==
| name | count |
|---|---|
| q_0 | 8 |
| q_1 | 8 |
| ram | 2048 |
==> cells in the final DEF (no fill, tap or decap), drive strengths merged, types with 37 or more instances in the layout <==
cell type and instances:
a211oi 37, a21oi 105, a22oi 81, and2 39
buf 434, clkbuf 284, clkdlybuf4s50 42, clkinv 94
edfxtp 2048, mux2i 468, mux4 854, nand2 101
nand3 52, nor2 323, nor3 64, o21ai 69
o221ai 194, o22ai 130
==> metal layers <==
| metal | GRT usage [%] | part of all wire (%) | vias to the layer above |
|---|---|---|---|
| li1 | - | - | 23400 |
| met1 | 47.0 | 29 | 29700 |
| met2 | 52.2 | 44 | 4665 |
| met3 | 33.8 | 20 | 952 |
| met4 | 20.0 | 6.9 | 44 |
| met5 | 5.30 | 0.42 | - |
==> cell type report <==
type,count,share of cell area [%]
flip-flops and latches,2064,56.6
repair buffers,476,3.51
clock buffers,284,5.29
multi-input cells,2805,30.4
inverters,7,0.0344
clock inverters,122,1.08
well taps,2624,3.01
diodes,20,0.0458
==> where the power goes <==
part / switching [µW] / internal, µW / total [µW]
Clock: 2450 / 3170 / 5610
Combinational: 848 / 409 / 1260
Sequential: 15.6 / 6830 / 6840
Total: 3310 / 10400 / 13700
==> tightest hold or removal path, stage by stage, from the launching register on <==
cell and delay [ns]:
edfxtp_1 0.33, mux4_2 0.24, a22oi_1 0.08, nand3_1 0.09, a31oi_1 0.08, o22ai_1 0.12
Power and IR drop assume default switching activity.
