## flow/config.mk

```make
export PLATFORM = sky130hd
export DESIGN_NAME = demux_assign
export DESIGN_NICKNAME = demux_assign
export VERILOG_FILES = /design/flow/design.v
export SDC_FILE = /design/flow/constraint.sdc
export NUM_CORES = 4
export LEC_CHECK = 1
export CORE_AREA = 10 10 108 108
export DIE_AREA = 0 0 118 118
```

## flow/design.v

```verilog
module demux_assign #(
  parameter DAT_WIDTH = 8,
  parameter SEL_WIDTH = 4
)
(
  input  [DAT_WIDTH-1:0]demux_in ,
  input  [SEL_WIDTH-1:0] sel_in,
  output [(2**SEL_WIDTH)*DAT_WIDTH-1:0] demux_out
);
  genvar i,sel;
  generate 
  for (sel = 0; sel < 2**SEL_WIDTH; sel = sel + 1) begin : GEN_DEMUX
     for ( i = 0; i < DAT_WIDTH; i = i + 1) begin: gen_assg
       assign demux_out[sel*DAT_WIDTH + i] = (sel == sel_in)? demux_in[i] : 0 ;
	  end
	end
  endgenerate
endmodule
```

## flow/run.sh

```bash
#!/bin/bash
# OpenROAD 26Q1-2900-gdf79404cd8, Yosys 0.63+post, stock flow scripts
make -C /OpenROAD-flow-scripts/flow DESIGN_CONFIG=/design/flow/config.mk WORK_HOME=/design/flow/orfs finish
```

## flow/constraint.sdc

```tcl
current_design demux_assign

set clk_period 2.0
set clk_io_pct 0.2

create_clock -name clk0 -period $clk_period

set non_clock_inputs [all_inputs -no_clocks]
set_input_delay [expr $clk_period * $clk_io_pct] -clock clk0 $non_clock_inputs
set_output_delay [expr $clk_period * $clk_io_pct] -clock clk0 [all_outputs]
```

==> flow_summary.toml <==
# implementation run metrics
[status]
status = "finished, violations left"
violations = "setup timing"

[drt]
drt_iter0_drc = 118
via_count = 2004
drcViolationCount = 0
routed_wl_mm = 8.824
drtPass1Iterations = 4
ant_nets = 0
viasPerCell = 3.906
wl_per_cell_um = 17.20
diodes = 0

[job]
warnings = 34
maxCapViolCount = 0

[floorplanning]
chipArea_um2 = 13920
die_h_um = 118
core_region_area_um2 = 9284
fp_util_pct = 9.191
ios = 140
die_x_um = 118
std_cell_rows = 35

[worst_hold_path]
hp-start = "sel_in[2]"
hold_depth = 5
hold_end = "demux_out[14]"
min_path_type = "in2out"

[power]
ir_worst_vdd_mv = 0.07161
total_power_mw = 0.4437
powerDensity_nw_per_um2 = 135.7
power_leakage_nw = 1.881

[synth]
synth.area.mux_share_pct = 0
yosys.area_share.aoi_pct = 0
synthAdderAreaFrac_pct = 0
top_area_share_pct = 56.30
yosys.area_share.xor_xnor_pct = 0
top_logic_kind = "simple AND/OR/NAND/NOR gates"
synth_warnings = 0
syn_inst = 183
syn_avg_cell_area_um2 = 4.663
ys_types = 13
top_cell = "nor2_1"
yosysTopAreaCell = "nor2_1"
ys_chip_area_um2 = 853.3
yosys-top-cells-count = "nor2_1, nand3b_1, buf_2, nand3_1, or3b_4"
ys_sh_simple_pct = 87.39
syn_area_um2 = 853.3
synth_seq_share_pct = 0
synthTopCellsByArea = "nor2_1, nand3b_1, or3b_4"
synth_stat.cells = 183

[finish]
regArea_um2 = 0
drive_gt1_share_pct = 34.64
utilization_pct = 35.22
area_delta_synth_final_pct = 283.1
design.seq.count = 0
nClkBuffers = 0
final_area_um2 = 3269
comb_area_um2 = 925.9
fill_cells = 962

[timing]
post-route-period-util_pct = 102.9
finalHoldViolCount = 0
fmax_mhz = 486.0
rsz0062_at_grt = "yes"
setup-violations-final = 1
tightest_slew_ns = 0.2446
slew_violations = 0
period_minus_slack_ns = 2.058
setup_ws_ns = -0.05766
relSlewSlack_pct = 83.64

[cts]
ctsHoldBuffers = 0

[critical_path]
critical-path-top-delay-family = "buffers and inverters"
cp_slowest_stage_delay_ns = 0.49
cp_cell_sequence = "buf_4, bufbuf_16, nand3b_1, nor2_1, clkdlybuf4s50_1"
critPathKind = "in2out"
required_ns = 1.60
crit_buf_inv = 3
worst_setup_path_start_kind = "input port"
end_kind = "primary output"
crit_fanout = 5
crit_arrival_ns = 1.66
cp_slowest_cell = "clkdlybuf4s50_1"

[place]
dpl_cell_area_um2 = 2504
portBuffers = 140
dpl_worst_slack_ns = -0.5391
dpl.hpwl_mm = 5.927
place_congestion = 0.7544

[global_route]
grt_pass1_wl_mm = 12.35
grt_overflow_total = 0
antenna_found_initial = 0
grt_max_degree = 33
track_usage_pct = 11.08
grt_pass1_vias = 1975
## routing by layer
metal | up-vias | global-route usage (%) | routed length [µm]
met5 | - | 0 | 0
met4 | 0 | 0 | 0
met3 | 0 | 3.938 | 733
met2 | 94 | 18.88 | 4083
met1 | 935 | 13.90 | 4007
li1 | 975 | - | -
## layout make-up
| cell class | instances | area share [%] |
|---|---|---|
| Multi-Input combinational cell | 164 | 28.32 |
| Tap cell | 129 | 4.937 |
| Timing Repair Buffer | 220 | 66.74 |
## layout by cell type (no fill, tap or decap), drive strengths merged, types with 7 or more instances in the layout
cell type,Yosys,layout
dlymetal6s2s,0,14
dlygate4sd2,0,81
nor2,128,128
or3b,8,8
buf,18,80
clkdlybuf4s50,0,25
nand3b,16,16
nand3,8,8
clkbuf,1,9
clkdlybuf4s15,0,7
## power breakdown
group,total [mW],switching [mW],internal [mW]
Combinational,0.444,0.189,0.255
Sequential,0,0,0
Clock,0,0,0
Total,0.444,0.189,0.255
## cells by family after synthesis
| kind of cell | after synthesis |
|---|---|
| buffers and inverters | 19 |
| and+or+nand+nor | 164 |
## through the flow
stage	hold slack (ns)	instances	setup TNS, ns
floorplan	0.9227	183	0
global placement	1.897	454	-55.80
detailed placement	1.898	454	-57.46
CTS	1.424	501	-0.1604
global route	1.383	513	-0.2181
finish	1.341	513	-0.05766
## what timing repair did
action,CTS,global route
gates cloned,8,3
buffers inserted,39,11
pin swaps,71,21
setup endpoints to repair,128,61
gates resized,162,61
## worst min-delay path: cells and delay by family
family | cells | cell delay [ns]
buf+inv | 3 | 0.38
simple gates | 2 | 0.16
## worst max path at each step
stage         start       endpoint  slack [ns]  cells after the start
4_1_cts   sel_in[2]  demux_out[80]       -0.07                      5
6_report  sel_in[2]  demux_out[80]       -0.06                      5
5_1_grt   sel_in[2]  demux_out[80]       -0.12                      5
Power figures rest on the tool's default switching activity, not on a simulated workload.
